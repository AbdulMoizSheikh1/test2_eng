`flow/constraint.sdc`:
```
current_design controller_buff_top

set clk_period 7.7
set clk_io_pct 0.2

create_clock -name clk0 -period $clk_period [get_ports {clk}]

set non_clock_inputs [all_inputs -no_clocks]
set_input_delay [expr $clk_period * $clk_io_pct] -clock clk0 $non_clock_inputs
set_output_delay [expr $clk_period * $clk_io_pct] -clock clk0 [all_outputs]
```
`flow/config.mk`:
```
export PLATFORM = sky130hd
export DESIGN_NAME = controller_buff_top
export DESIGN_NICKNAME = controller_buff_top
export VERILOG_FILES = /design/flow/design.v
export SDC_FILE = /design/flow/constraint.sdc
export NUM_CORES = 4
export LEC_CHECK = 1
export CORE_UTILIZATION = 30
```
`flow/design.v`:
```
module buffer_top_64x8(clk, rst, addr_in_wr, in_data, wr_en_0, addr_in_rd, out_data, op_en_1);
input clk;
input rst;
input [2:0] addr_in_wr;
input [63:0] in_data;
input wr_en_0;
input [2:0] addr_in_rd;
output reg [63:0] out_data;
input op_en_1;
reg [63:0] mem [7:0];
always @ (posedge clk,posedge rst)
begin
if (rst)
begin
mem[0]=0;
mem[1]=0;
mem[2]=0;
mem[3]=0;
mem[4]=0;
mem[5]=0;
mem[6]=0;
mem[7]=0;
end
else
begin
if(wr_en_0)
begin
mem[addr_in_wr]=in_data;
end
end
end
always @ (posedge clk,posedge rst)
begin
if (rst)
begin
out_data=0;
end
else
begin
if(op_en_1)
begin
out_data=mem[addr_in_rd];
end
end
end
endmodule
module controller_buff_top(clk,rst,en,in_data,out_data,state,v_flag,addr_in,we_in,addr_out_flag,oe_flag);
input clk;
input rst;
input en;
input [2:0] addr_in;
input we_in;
input [63:0] in_data;
output [63:0] out_data;
input [1:0] state;
output reg v_flag;
output [2:0] addr_out_flag;
output oe_flag;
reg [2:0] addr_in_temp;
reg we_in_reg;
reg [63:0] in_data_temp;
reg [2:0] counter;
wire out_en;
assign out_en=(counter==3'd3)?1'b1:1'b0;
reg [2:0] addr_out, addr_out_r1, addr_out_r2;
reg [1:0] startup;
assign oe_flag=out_en;
assign addr_out_flag=addr_out;
buffer_top_64x8 buff1
(
.clk(clk), 
.rst(rst), 
.addr_in_wr(addr_in), 
.in_data(in_data), 
.wr_en_0(we_in), 
.addr_in_rd(addr_out), 
.out_data(out_data), 
.op_en_1(out_en)
);
always @ (posedge clk, posedge rst)
begin
if (rst)
begin
addr_in_temp<=0;
we_in_reg<=0;
end
else if(!en)
begin
addr_in_temp<=addr_in_temp;
we_in_reg<=we_in_reg;
end
else
begin
if(we_in)
begin
addr_in_temp<=addr_in;
we_in_reg<=1'b1;
end
else
begin
addr_in_temp<=addr_in_temp;
we_in_reg<=we_in_reg;
end
end
end
always @ (posedge clk, posedge rst)
begin
if (rst)
begin
counter<=0;
end
else if(!en)
begin
counter<=0;
end
else
begin
if(we_in_reg) begin
case (addr_in_temp)
3'b000:begin
counter<=3'd1;
end
3'b001:begin
counter<=3'd2;
end
3'b010:begin
counter<=3'd3;
end
default:begin
if(addr_in_temp>3'b010)
counter<=3'd3;
else
counter<=counter;
end
endcase
end
else
counter<=counter;
end
end
always @ (posedge clk, posedge rst)
begin
if(rst)
begin
startup<=0;
end
else if(!en)
begin
startup<=0;
end
else 
begin
if(addr_out==0 && out_en && startup<2'b11)
startup<=startup+1;
else
startup<=startup;
end
end
always @ (posedge clk, posedge rst)
begin
if(rst)
begin
addr_out<=3'b000;
end
else if(!en)
begin
addr_out<=3'b000;
end
else 
begin
if(addr_out<addr_in_temp && state==2'b00 && out_en && addr_out==addr_out_r2 && startup==2'b11)
begin
addr_out<=addr_out+1;
end
else
begin
addr_out<=addr_out;
end
end
end
always @ (posedge clk, posedge rst)
begin
if(rst)
begin
addr_out_r1<=3'b000;
addr_out_r2<=3'b000;
end
else if(!en)
begin
addr_out_r1<=3'b000;
addr_out_r2<=3'b000;
end
else 
begin
addr_out_r1<=addr_out;
addr_out_r2<=addr_out_r1;
end
end
always @ (posedge clk, posedge rst)
begin
if(rst)
begin
v_flag<=0;
end
else if(!en)
begin
v_flag<=0;
end
else 
begin
if(addr_out_r1!=addr_out && addr_out!=0)
v_flag<=1'b1;
else if(addr_out==0 && out_en && startup<2'b01)
v_flag<=1'b1;
else
v_flag<=1'b0;
end
end
endmodule
```
`flow/run.sh`:
```
#!/bin/bash
# OpenROAD 26Q1-2900-gdf79404cd8, Yosys 0.63+post, stock flow scripts
make -C /OpenROAD-flow-scripts/flow DESIGN_CONFIG=/design/flow/config.mk WORK_HOME=/design/flow/orfs finish
```
==> impl_metrics.tcl <==
# place-and-route summary
set metrics [dict create \
    status "finished clean" \
    cts_setup_buffers 0 \
    fp_util_pct 30.4 \
    yosys_warnings 3 \
    p_seq_share_pct 51.2 \
    switching_share_pct 24.2 \
    final_cells 3162 \
    ys_types 38 \
    synth_flops 593 \
    fin_area_mm2 0.0299 \
    lay_top_count "dfrtp_1" \
    path_clk_slew_ns 0.06 \
    grt_pass1_wl_um 102000 \
    cts-root-buf "clkbuf_16" \
    synth_top_flop_cell "dfrtp_1" \
    grtUsageTotal_pct 15.8 \
    cts.repair.resized 0 \
    leakage_nw 12.1 \
    grt_max_degree 129 \
    fin_ws_ns 3.78 \
    drt_wl_total_um 65300 \
    cp_cell_sequence "buf_4 -> clkdlybuf4s50_1" \
    placed_area_mm2 0.0279 \
    largest_reg_flops 512 \
    vias 16300 \
    startpoint_type "flip-flop" \
    routedWlPerCell_um 20.6 \
    crit_path_max_incr_delay_ns 0.61 \
    lay_top_cells "dfrtp_1, mux2_2, clkdlybuf4s50_1" \
    maxSlewHeadroom_pct 45.7 \
    cts_hold_buffers 0 \
    synth_cells 1888 \
    place_hpwl_um 37900 \
    antenna_found_initial 3 \
    edf_count 0 \
    critical_path_class "flip-flop to output port" \
    cts_buffer_depth 3 \
    dp.cells 3048 \
    h-tree-depth 2 \
    pwr_density_cell_mw_per_mm2 272 \
    rsz0062_at_grt "no" \
    cts_sinks 593 \
    p_sw_mw 1.97 \
    worstPathRequired_ns 6.16 \
    finalCoreUtilization_pct 35.7 \
    slowest_stage "buf_4" \
    timing.hold.ws_ns 0.474 \
    routed_via_density 5.14 \
    p_comb_share_pct 13.6 \
    tightest_slew_ns 0.813 \
    clkPwrFrac_pct 35.2 \
    worstPathMaxFanout 53 \
    route.detailed.drc 0 \
    area.growth.synth_to_final_pct 17.5 \
    grt.overflow.total 0 \
    total_power_mw 8.15 \
    dr.pass1.iters 6 \
    ios 142 \
    portBuffers 141 \
    antenna_left 0 \
    numCtsBuffers 60 \
    die_area_mm2 0.0860 \
    die-width_um 293 \
    rows 106 \
    dieHeight_um 293 \
    synth_area_per_cell_um2 13.5 \
    final.setup.tns_ns 0 \
    place_ws_ns 3.40 \
    cts_tree "yes" \
    yosys_area_mm2 0.0254 \
    critPathArrivalTime_ns 2.38 \
    fmax_ghz 0.255 \
    slew_viol_final 0 \
    post-route-period-util_pct 50.9 \
    async_reset_ff_share_pct 100 \
    ys_seq_share_pct 58.3 \
    p_int_mw 6.18 \
    period_needed_ns 3.92 \
    grt_pass1_vias 17100 \
    insertion_delay_ns 0.64 \
    yosys_cells 1888 \
    finalSetupViolCount 0 \
    core-area_mm2 0.0838 \
    worstHoldPathType "flip-flop to flip-flop" \
    ir_drop_uv 190 \
    drv_cap 0 \
    tool_warnings 39 \
    drt-initial-drc-count 1126 \
    drive_gt1_share_pct 31.2 \
    synth_area_mm2 0.0254 \
    finClkSkew_ns 0.0236 \
    gp_congestion 0.763 \
    end_kind "output port" \
    hold_viol 0 \
]
power groups by stage:
stage         sequential (mW)  combinational [mW]  clock, mW
CTS                      4.17                1.13       2.95
global route             4.26                1.23       3.07
finish                   4.17                1.11       2.87
routing by layer:
metal / track usage, % / wire, um / up-vias
met5: 0 / 23 / -
met4: 3.20 / 1430 / 4
met3: 4.58 / 4500 / 104
met2: 24.7 / 30800 / 470
met1: 22.6 / 28500 / 8438
li1: - / - / 7249
synth_stat cells (all sizes together), types with 3 or more instances:
master / n / area [um2]
a221oi: 43 / 377
ha: 10 / 125
o221ai: 21 / 184
a32o: 21 / 210
dfrtp: 593 / 14800
o22ai: 64 / 400
clkbuf: 66 / 248
nand4b: 3 / 26.3
xnor2: 7 / 61.3
inv: 95 / 357
a21oi: 43 / 215
mux2: 496 / 5590
a31oi: 5 / 31.3
nand2: 28 / 105
and2: 8 / 50.1
a222oi: 42 / 420
nor3b: 44 / 335
o21ai: 87 / 435
nor3: 24 / 143
buf: 84 / 522
nand2b: 3 / 21.3
nor2b: 6 / 37.5
a22oi: 85 / 638
final timing paths:
path                       slack [ns]        start                  to  cells after the start
min in group asynchronous        1.48          rst     buff1.mem[3][1]                      3
min reg2reg                      0.47    we_in_reg          counter[3]                      1
min                              0.47    we_in_reg          counter[3]                      1
max                              3.78  addr_out[2]    addr_out_flag[2]                      2
max in group asynchronous        5.03          rst    buff1.mem[2][32]                      4
max reg2reg                      4.18  addr_out[0]  buff1.out_data[63]                      7
logic make-up after synthesis:
group	after synthesis	share of synthesized area [%]
AND-OR/OR-AND	412	11.5
XOR/XNOR	7	0.241
adder cells (fa/ha/maj)	10	0.492
buffers and inverters	245	4.43
flip-flops	593	58.3
multiplexers	497	22.0
AND/OR/NAND/NOR	124	3.06
critical path, delay by kind of cell, from the launching register on:
kind,cells,cell delay (ns)
buf+inv,2,1.20
flops,1,0.54
final cells by class:
| type | instances | area (um2) |
|---|---|---|
| diodes | 1 | 2.50 |
| clock buffers | 98 | 1800 |
| clock inverters | 15 | 163 |
| fillers | 7885 | 53900 |
| inverters | 95 | 360 |
| multi-input cells | 1050 | 9580 |
| flip-flops and latches | 593 | 14800 |
| well taps | 1134 | 1420 |
| repair buffers | 176 | 1740 |
Power figures rest on the tool's default switching activity, not on a simulated workload.
